===== design.v =====
`timescale 1ns / 1ps
module Interleaver(
	input wire clock,
	input wire reset,
	input wire inputData,
	input wire inputValid,
	input wire [1:0] mode,
	output reg outputData,
	output reg outputValid
    );
	reg [287:0] wMEM, rMEM; 
	reg [8:0] writeCounter, i, q;
	wire [8:0] NCBPS;
	reg endflag2, endflag, read, flag;
	reg [8:0] Ind [287:0];
	integer k, p;
	assign NCBPS = (mode == 2'b00) ? 48 : 
			(mode == 2'b01) ? 96 :
			(mode == 2'b01) ? 192 :
			(mode == 2'b01) ? 288 : 288;
	always@(posedge clock)
	begin
		if(reset)
		begin
			writeCounter <= 0;
			read <= 0;
			endflag <= 0;
		end
		else if(inputValid)
		begin
			if(writeCounter != NCBPS)
			begin
				wMEM[writeCounter] <= inputData;
				writeCounter <= writeCounter + 1;
				if(writeCounter == NCBPS - 1)
				begin
					read <= 1;
					case(NCBPS)
						'd48: rMEM <= {inputData, wMEM[46:0]};
						'd96: rMEM <= {inputData, wMEM[94:0]};
						'd192: rMEM <= {inputData, wMEM[190:0]};
						'd288: rMEM <= {inputData, wMEM[286:0]};
					endcase
					case(mode)
					2'b00: begin
							for(k = 0; k < 48; k = k + 1)
							begin
								Ind[k] <= 16 * k - (48 - 1)*(16 * k / 48);
							end
					end
					2'b01: begin
							for(k = 0; k < 96; k = k + 1)
							begin
								Ind[k] <= 16 * k - (96 - 1)*(16 * k / 96);
							end
					end
					2'b10: begin
							for(k = 0; k < 192; k = k + 1)
							begin
								p = 2 * (k/2) + ((k + 16 * k / 192) % 2);
								Ind[k] <= 16 * p - (192 - 1)*(16 * p / 192);
							end
					end
					2'b11: begin
							for(k = 0; k < 288; k = k + 1)
							begin
								p = 3 * (k/3) + ((k + 16 * k / 288) % 3);
								Ind[k] <= 16 * p - (288 - 1)*(16 * p / 288);
							end
					end
				endcase
				end	
			end
			else
			begin
				wMEM[0] <= inputData;
				writeCounter <= 1;
			end
		end
		else if(~inputValid && read == 1)
			endflag <= 1;
	end
	always@(posedge clock)
	begin
		if(reset)
		begin
			q <= 2;
			i <= 16;
			flag <= 1;
			endflag2 <= 0;
		end
		else 
		begin
			if(read)
			begin
				if(flag)
				begin
					outputData <= rMEM[0];
					outputValid <= 1;
					flag <= 0;
				end
				else if(outputValid)
				begin
					if(q != (NCBPS + 1))
					begin
						q <= q + 1;
						i <= Ind[q];
						outputData <= rMEM[i];
					end
					else
					begin
						if(endflag)
						begin
							endflag2 <= 1;
						end
						q <= 2;
						i <= 16;
						if(~endflag2)
						begin
							outputData <= rMEM[0];
							outputValid <= 1;
						end
						else
						begin
							outputData <= 0;
							outputValid <= 0;
						end
					end
				end
			end
		end
	end
endmodule 

===== constraint.sdc =====
current_design Interleaver

set clk_period 25.9
set clk_io_pct 0.2

create_clock -name clk0 -period $clk_period [get_ports {clock}]

set non_clock_inputs [all_inputs -no_clocks]
set_input_delay [expr $clk_period * $clk_io_pct] -clock clk0 $non_clock_inputs
set_output_delay [expr $clk_period * $clk_io_pct] -clock clk0 [all_outputs]

===== run.sh =====
#!/bin/bash
# OpenROAD 26Q1-2900-gdf79404cd8, Yosys 0.63+post, stock flow scripts
make -C /OpenROAD-flow-scripts/flow DESIGN_CONFIG=/design/flow/config.mk WORK_HOME=/design/flow/orfs finish

===== config.mk =====
export PLATFORM = sky130hd
export DESIGN_NAME = Interleaver
export DESIGN_NICKNAME = Interleaver
export VERILOG_FILES = /design/flow/design.v
export SDC_FILE = /design/flow/constraint.sdc
export NUM_CORES = 4
export LEC_CHECK = 1
export CORE_UTILIZATION = 30

==> run_results.csv <==
group,metric,value,unit
status,status,"completed",
final_timing,grt_setup_unrepaired,"false",
cts,tritoncts,"done",
yosys,synth_area_per_cell,11.95,um^2
final_timing,setup_viol,0,
job,warning_count,39,
setup_path,r2r_cells,9,
final_timing,finalMaxSlewViolations,0,
layout,combGateArea,0.01409,mm^2
min_path,hold_class,"flip-flop to flip-flop",
floorplan,die-area,0.1138,mm^2
pwr,vdd_drop_max,52.78,uV
yosys,yosysWarnings,2,
pwr,p_clk_share,41.4,%
yosys,ys_seq_share,55.14,%
cts,clock-sinks,630,
pwr,total_leakage_power,11.49,nW
layout,layout_top_cell_excl_fill_tap,"edfxtp_1",
setup_path,endpoint_kind,"flip-flop",
global_routing,grt_pass1_vias,23911,
yosys,async_flop_share,0,%
cts,holdBufCountCts,0,
yosys,syn_area,0.03374,mm^2
global_routing,grt_pass1_wl,171.7,mm
global_routing,antenna_found_initial,4,
final_timing,fmax,104.0,MHz
setup_path,worstPathRequired,26.15,ns
final_timing,tightest_slew,0.9868,ns
pwr,p_int,1.665,mW
yosys,ff_type,"edfxtp_1",
final_timing,finClkSkew,0.03814,ns
yosys,synth.area.top_cells,"edfxtp_1, mux2_2, mux4_2, and2_1, nor2_1",
routing,vias,24020,
global_routing,grtUsageTotal,21.86,%
job,drv_cap,0,
final_timing,finalClockPeriodUsage,37.12,%
layout,fillers,10930,
yosys,ys_area,0.03374,mm^2
routing,drt_iter0_markers,2077,
placement,hpwl,75.85,mm
pwr,pwr-share-comb,4.8,%
cts,cts.htree.levels,2,
setup_path,reg2reg_slack,20.89,ns
yosys,ys_cells,2825,
cts,cts_buffer_depth,3,
pwr,p_seq_share,53.8,%
yosys,edf_count,599,
yosys,largest_area_cell,"edfxtp_1",
final_timing,post-route-min-period,9.614,ns
routing,viasPerCell,5.550,
routing,drt_pass1_iterations,7,
floorplan,io_pins,8,
layout,lay_top_cells,"edfxtp_1, mux2_2, nor2_1",
cts,cts_setup_buffers,0,
global_routing,grt_max_degree,181,
cts,cts-root-buf,"clkbuf_16",
final_timing,hold_violations,0,
layout,instances_no_fill,4328,
placement,dp_cells,4214,
routing,ant_nets,0,
cts,cts_buffers,61,
layout,area_growth,11.56,%
global_routing,gr-total-overflow,0,
layout,drive_gt1_share,22.23,%
floorplan,row_count,122,
setup_path,arrival,9.87,ns
final_timing,fin_setup_tns,0,ns
setup_path,reg2reg_from,"writeCounter[0]$_SDFFE_PP0P_",
placement,gp_congestion,1.103,
routing,wl_per_cell,27.27,um
setup_path,startpoint,"mode[1]",
placement,numPortBuffers,7,
yosys,ys_ff,630,
setup_path,worst-setup-path-type,"input pin to flip-flop",
pwr,power.density,56.39,mW/mm^2
yosys,synthCells,2825,
floorplan,fp_util,30.37,%
floorplan,core-area,0.1111,mm^2
setup_path,path_max_fanout,78,
cts,clk_latency,0.65,ns
floorplan,die_y,337.4,um
final_timing,max_slew_margin,34.21,%
layout,register_area,0.01862,mm^2
cts,cts_resized,0,
pwr,swShare,21.59,%
floorplan,die_w,337.4,um
setup_path,start_kind,"input pin",
routing,drc,0,
cts,clk_pin_slew,0.06,ns
yosys,ys_types,95,
yosys,yosysTopAreaCellShare,53.30,%
routing,wirelength,118.0,mm
pwr,power.switching,0.4583,mW
setup_path,r2r-end,"rMEM[192]$_DFFE_PP_",
setup_path,worstSetupEndpoint,"rMEM[192]$_DFFE_PP_",
-- registers in the layout, indices dropped and copies added (netlist names) --
signal and flops:
endflag2 1, Ind 22, outputValid 1, endflag 1, i 9, flag 1
rMEM 288, q 9, read 1, writeCounter 9, wMEM 287, outputData 1
-- kinds of logic after synthesis --
family | Yosys count | share of synthesized area, %
adders and majority gates | 14 | 0.5191
and+or+nand+nor | 1084 | 16.69
DFF | 630 | 55.14
buffers and inverters | 257 | 3.341
muxes | 396 | 15.33
AOI/OAI and AO/OA | 422 | 8.409
xor gates and xnor gates | 22 | 0.5710
-- routing by layer --
metal	track usage, %	wire (um)	vias up
li1	-	-	10556
met1	31.10	47890	11934
met2	29.77	49170	1225
met3	10.39	15170	303
met4	8.472	5775	2
met5	0	13	-
-- power by group through the flow --
| stage | Combinational, mW | Sequential [mW] | Clock (mW) |
|---|---|---|---|
| CTS | 0.102 | 1.14 | 0.895 |
| global route | 0.112 | 1.14 | 0.931 |
| finish | 0.102 | 1.14 | 0.879 |
-- cell type report --
cell class	instances	share of cell area [%]
Inverter	30	0.3191
Multi-Input combinational cell	1938	37.42
Timing Repair Buffer	128	2.676
Clock buffer	76	4.261
Antenna cell	2	0.01329
Clock inverter	36	0.9074
Tap cell	1488	4.946
Sequential cell	630	49.46
-- cell usage after synthesis, drive strengths merged (6+ instances only) --
library cell  number
o32ai              8
and2             201
a21o               8
a211oi            14
a22oi             30
o22ai             51
nand2            264
mux4              67
o211ai            15
o2111ai           13
inv               27
nor4bb            13
dfxtp             31
buf               92
ha                14
nor3              51
nor4b             12
nor2             268
a221oi             8
nor4              24
nor3b              8
a31oi             17
a2111oi           11
edfxtp           599
o221ai             8
xor2              14
a21oi            106
and4b             10
clkbuf           135
or3                7
nand4             23
and3               6
or2               13
a32oi             13
nand2b            11
xnor2              8
o21ai             67
nor2b             64
mux2             296
nand3             76
mux2i             33
-- worst max-delay path, stage by stage --
cell and delay, ns:
clkdlybuf4s50_1 0.50, inv_1 0.14, ha_1 0.39, nor2_4 0.15, inv_1 0.13, nor3b_1 0.06
o21bai_1 0.20, nor3_2 0.13, nand2b_1 0.26, or4_1 0.70, inv_8 0.49, buf_4 0.71
buf_4 0.71
-- metrics by stage --
step / setup slack [ns] / hold WS, ns / util [%] / cell area [um^2] / total power, mW
after floorplan: 6.772 / 0.4204 / - / 33740 / 1.240
after global placement: 15.68 / 0.4268 / 32.12 / 35690 / 1.265
after detailed placement: 15.61 / 0.4323 / 32.12 / 35690 / 1.266
after CTS: 16.26 / 0.4454 / 33.87 / 37640 / 2.139
after global routing: 15.94 / 0.4584 / 33.88 / 37640 / 2.187
final: 16.29 / 0.4457 / 33.88 / 37640 / 2.123
-- worst min path at each step --
stage	start	to	cells after the start
final	wMEM[37]$_DFFE_PP_	rMEM[37]$_DFFE_PP_	0
after global routing	wMEM[45]$_DFFE_PP_	rMEM[45]$_DFFE_PP_	0
after CTS	wMEM[37]$_DFFE_PP_	rMEM[37]$_DFFE_PP_	0
Power figures rest on the tool's default switching activity, not on a simulated workload.
