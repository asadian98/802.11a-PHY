==> /design/flow/design.v <==
`timescale 1ns / 1ps
module Serial2Parallel(
	input wire clock,
	input wire reset,
	input wire data_in,
	input wire [1:0] mode,				 
	input wire data_in_valid,
	input wire read_en,
	output reg [1:0] data_out,
	output reg data_out_valid
    );
reg [500:0] MEM;  
reg [1:0] counter; 
reg [13:0] writeCounter, readCounter;
always@(posedge clock)
begin
	if(reset)
	begin
		writeCounter <= 0;
		counter <= 0;
	end
	else if(data_in_valid)
	begin
		case(mode)  
			0:begin
				MEM[writeCounter] <= data_in;
				writeCounter <= writeCounter + 1;
			end
			1:begin
				if(counter == 3)
				begin
					MEM[writeCounter] <= data_in;
					writeCounter <= writeCounter + 1;
					counter <= 0;
				end
				else if(counter == 2)
				begin
					MEM[writeCounter] <= data_in;
					MEM[writeCounter+1] <= 0;
					MEM[writeCounter+2] <= 0;
					writeCounter <= writeCounter + 3;
					counter <= 3;
				end
				else
				begin
					counter <= counter + 1;
					MEM[writeCounter] <= data_in;
					writeCounter <= writeCounter + 1;
				end
			end
			2:begin
				if(counter == 2)
				begin
					MEM[writeCounter] <= data_in;
					MEM[writeCounter+1] <= 0;
					writeCounter <= writeCounter + 2;
					counter <= 0;
				end
				else
				begin
					counter <= counter + 1;
					MEM[writeCounter] <= data_in;
					writeCounter <= writeCounter + 1;
				end
			end
		endcase
	end
end
always@(posedge clock)
begin
	if(reset)
	begin
		readCounter <= 0;
		data_out_valid <= 0;
		data_out <= 0;
	end
	else if(read_en)
	begin
		data_out <= {MEM[readCounter+1], MEM[readCounter]};
		readCounter <= readCounter + 2;
		data_out_valid <= 1;
	end
end
endmodule
==> /design/flow/run.sh <==
#!/bin/bash
# OpenROAD 26Q1-2900-gdf79404cd8, Yosys 0.63+post, stock flow scripts
make -C /OpenROAD-flow-scripts/flow DESIGN_CONFIG=/design/flow/config.mk WORK_HOME=/design/flow/orfs finish
==> /design/flow/config.mk <==
export PLATFORM = sky130hd
export DESIGN_NAME = Serial2Parallel
export DESIGN_NICKNAME = Serial2Parallel
export VERILOG_FILES = /design/flow/design.v
export SDC_FILE = /design/flow/constraint.sdc
export NUM_CORES = 4
export LEC_CHECK = 1
export CORE_UTILIZATION = 30
==> /design/flow/constraint.sdc <==
current_design Serial2Parallel

set clk_period 48.3
set clk_io_pct 0.2

create_clock -name clk0 -period $clk_period [get_ports {clock}]

set non_clock_inputs [all_inputs -no_clocks]
set_input_delay [expr $clk_period * $clk_io_pct] -clock clk0 $non_clock_inputs
set_output_delay [expr $clk_period * $clk_io_pct] -clock clk0 [all_outputs]
==> changes_impl.md <==
## Flow update

- Hold Path Class: register to register
- Internal Power: 912.2 uW
- CP cell instances: clkdlybuf4s50_1, ha_1, nand2b_1, nor2_4, buf_4, buf_4, buf_4, buf_4
- CTS Buffer Depth: 3
- Setup TNS: 0 ns
- Rows: 135
- Initial antenna violation count: 25
- # hold bufs at CTS: 0
- Post-cts sizing count: 0
- Slowest stage cell, crit path: nor2_4
- CTS tree: built
- Fin crit share: 28.94%
- Worst Setup End Kind: register
- Synthesized flop and latch total: 530
- Tmin final: 13.98 ns
- Wirelength per Cell: roughly 37 um
- Most instantiated logic cells after routing: 773 x o21ai_0, 766 x a21oi_1, 619 x nand3_1
- Pwr Density: 31.24 mW/mm^2
- Register Area: ~0.016 mm^2
- Total gr overflow: 0
- CTS Buf Count: 70
- Placed insts: 6,376
- Comb power frac: 25.1%
- Clk_skew: ~0.034 ns
- Vias in the first global route: 43,230
- Top cell excl fill/tap: o21ai_0
- Yosys cell count: 4,857
- Log Warnings: 44
- DRT iter0 DRCs: 6,458
- Die height: 372.2 um
- Final Max Slew Viols: 0
- Reg-to-Reg End: MEM[258]
- Die Wd: approximately 370 um
- Worst Path Arrival: ~14 ns
- Fill cells: 13,860
- Number of enable flip-flop cells: 501
- Core region area: between 0.1 and 0.15 mm^2
- GRT Util Overall: 35.15%
- IO Count: 10
- Setup Buffers After CTS: 0
- Ys Warns: 1
- Post-synth area from yosys stat: 0.04111 mm^2
- Crit path capture: MEM[93]
- Cell Area, Synth: 0.04111 mm^2
- Worst Setup SP: mode[0]
- IO Port Bufs: 9
- Routed Antenna Nets: 0
- Net Switching: 518.0 uW
- Distinct cells, synth: 101
- Post-layout util: 33.75%
- Seq share, synth: between 30% and 40%
- RSZ-0062 raised after global routing: no
- Setup slack, reg-to-reg: 41.45 ns
- RR Startpoint: writeCounter[1]
- Syn_area_per_cell: 8.465 um^2
- Clk sink count: ~530
- First-pass GRT wire length: 331,400 um
- Status: completed
- Delay of the slowest cell on the worst path: between 0.7 and 0.8 ns
- GPL Wtd Cong: 1.087
- Worst vdd ir: 22.98 uV
- Chip area: roughly 0.14 mm^2
- Final Hold Fails: 0
- CTS Root Cell: clkbuf_16
- Clock power share: 36.6%
- CTS H-Tree Depth: 3
- Final setup fails: 0
- Logic area: roughly 0.023 mm^2
- Lkg Pwr: 13.22 nW
- FP Core Util: 30.31%
- Worst Reg-to-Reg Cells: 15
- Number of max-cap violations: 0
- DR pass1 iterations: 9
- Worst setup SP type: primary input
- Post-Syn Instances: 4,857
- Layout cell share with drive strength beyond 1: 14.17%
- Peak Freq: 71.54 MHz
- Crit Path Category: primary input to register
- Max-slew headroom: between 20% and 30%
- Seq pwr share: about two fifths
- Top delay family on crit path: buffers and inverters
- DP HPWL: 151,700 um
- Synthesis-to-layout area growth: 11.35%
- Most frequent CP cell: buf_4
- Sw Share: 36.22%
- WP depth: 8
- Buf/Inv on CP: 5
- Post-route DRC: 0
- Clk ins delay skew pair: approximately 0.69 ns
- Worst EP required: between 40 and 50 ns
- Via Count: 45,360
- Largest net degree at the start of global routing: around 150
- Worst-margin pin slew: 1.086 ns
- Total Wirelength: 238,100 um
- Post-Layout Cell Count: 6,509
- Async SR Flop Fraction: 0%
- Crit path max fanout: 50
- Synth Flop Type: edfxtp_1
- Vias per cell: 6.969
- CTS clk-pin slew, worst paths: about 0.06 ns
==> metal layers <==
| metal | share of wire [%] | track usage (%) | up-vias |
|---|---|---|---|
| li1 | - | - | 18340 |
| met3 | 19 | 24.94 | 1044 |
| met4 | 8.5 | 22.53 | 48 |
| met5 | 0.30 | 2.413 | - |
| met2 | 39 | 45.62 | 4148 |
| met1 | 33 | 41.19 | 21780 |
==> cell usage after synthesis (29+ instances only) <==
library cell  number  area [um^2]
o21ai_0          774         3874
dfxtp_1           29        580.6
mux2_2            80        900.9
mux4_2           115         2590
o21ai_1           32        160.2
nand4_1           45        281.5
a31oi_1           71        444.2
mux2i_1           45        450.4
clkbuf_1         400         1501
a21o_1            31        232.7
a211oi_1          31        232.7
nor3_1            91        455.4
a221oi_1          42        367.9
buf_1             48        180.2
o211ai_1          71        533.0
a21oi_1          766         3834
buf_2             69        345.3
xnor2_1           31        271.5
nor2_1           294         1104
nand3_1          619         3098
edfxtp_1         501        15040
nand2_1          210        788.3
==> state kept, by name, summed over array words and instances, names as in the netlist <==
name	count
data_out_valid	1
MEM	501
readCounter	10
counter	2
writeCounter	14
data_out	2
==> metrics by stage <==
step,setup slack (ns),instance area [um^2],total power [mW],hold WS (ns)
CTS,34.48,45770,1.405,0.4790
floorplan,16.04,41110,0.7572,0.4114
global route,34.22,45770,1.450,0.5111
detailed placement,33.80,43610,0.8908,0.4639
finish,34.32,45780,1.430,0.4742
global placement,33.83,43610,0.8895,0.4432
==> power by group through the flow <==
stage     registers, mW  clock network, mW  logic, mW
5_1_grt           0.550              0.537      0.363
4_1_cts           0.547              0.522      0.336
6_report          0.549              0.523      0.359
==> how the worst min path moves through the flow <==
stage	start	end	depth (start not counted)
CTS	data_out_valid	data_out_valid	2
global route	data_out[0]	data_out[0]	2
finish	data_out_valid	data_out_valid	2
==> final cells by class <==
cell class / instances / share of cell area (%)
antenna: 6 / 0.03279
sequential: 530 / 34.16
clock buffer: 93 / 4.058
multi-input combinational: 3765 / 51.30
inverter: 24 / 0.1968
timing repair buffer: 276 / 4.722
clock inverter: 34 / 0.6641
tap: 1781 / 4.867
==> kinds of logic (layout without fill, tap and decap cells) <==
| group | Yosys count | in the layout | share of synthesized area, % |
|---|---|---|---|
| AOI/OAI and AO/OA | 2006 | 2006 | 27.67 |
| and+or+nand+nor | 1450 | 1450 | 17.55 |
| buffers and inverters | 562 | 427 | 5.542 |
| DFF | 530 | 530 | 38.00 |
| muxes | 241 | 241 | 9.613 |
| xor gates and xnor gates | 51 | 51 | 1.105 |
| adders and majority gates | 17 | 17 | 0.5173 |
| other | 0 | 6 | 0 |
==> worst min-delay path, stage by stage (launching register included) <==
cell and delay [ns]:
dfxtp_1 0.33, nor2_1 0.04, nor2_1 0.07
No activity file was given, so power comes from the tool's default toggle rates.
