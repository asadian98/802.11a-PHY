**./run.sh**
```bash
#!/bin/bash
# OpenROAD 26Q1-2900-gdf79404cd8, Yosys 0.63+post, stock flow scripts
make -C /OpenROAD-flow-scripts/flow DESIGN_CONFIG=/design/flow/config.mk WORK_HOME=/design/flow/orfs finish
```
**./config.mk**
```make
export PLATFORM = sky130hd
export DESIGN_NAME = Deinterleaver
export DESIGN_NICKNAME = Deinterleaver
export VERILOG_FILES = /design/flow/design.v
export SDC_FILE = /design/flow/constraint.sdc
export NUM_CORES = 4
export LEC_CHECK = 1
export CORE_UTILIZATION = 40
```
**./constraint.sdc**
```tcl
current_design Deinterleaver

set clk_period 105.7
set clk_io_pct 0.2

create_clock -name clk0 -period $clk_period [get_ports {clock}]

set non_clock_inputs [all_inputs -no_clocks]
set_input_delay [expr $clk_period * $clk_io_pct] -clock clk0 $non_clock_inputs
set_output_delay [expr $clk_period * $clk_io_pct] -clock clk0 [all_outputs]
```
**./design.v**
```verilog
`timescale 1ns / 1ps
module Deinterleaver(
	input wire clock,
	input wire reset,
	input wire inputData,
	input wire inputValid,
	input wire [1:0] mode,
	output reg outputData,
	output reg outputValid
    );
	reg [287:0] wMEM, rMEM; 
	reg [8:0] writeCounter, i, q;
	wire [8:0] NCBPS;
	reg endflag2, endflag, read, flag;
	reg [8:0] Ind [287:0];
	integer k, p;
	assign NCBPS = (mode == 2'b00) ? 48 : 
			(mode == 2'b01) ? 96 :
			(mode == 2'b01) ? 192 :
			(mode == 2'b01) ? 288 : 288;
	always@(posedge clock)
	begin
		if(reset)
		begin
			writeCounter <= 0;
			read <= 0;
			endflag <= 0;
		end
		else if(inputValid)
		begin
			if(writeCounter != NCBPS)
			begin
				wMEM[writeCounter] <= inputData;
				writeCounter <= writeCounter + 1;
				if(writeCounter == NCBPS - 1)
				begin
					read <= 1;
					case(NCBPS)
						'd48: rMEM <= {inputData, wMEM[46:0]};
						'd96: rMEM <= {inputData, wMEM[94:0]};
						'd192: rMEM <= {inputData, wMEM[190:0]};
						'd288: rMEM <= {inputData, wMEM[286:0]};
					endcase
				end	
			end
			else
			begin
				wMEM[0] <= inputData;
				writeCounter <= 1;
			end
		end
		else if(~inputValid && read == 1)
			endflag <= 1;
	end
	always@(posedge clock)
	begin
		if(reset)
		begin
			q <= 2;
			flag <= 1;
			endflag2 <= 0;
		end
		else 
		begin
			if(read)
			begin
				if(flag)
				begin
					outputData <= rMEM[0];
					outputValid <= 1;
					flag <= 0;
					case(mode)
						2'b00: begin
								for(k = 0; k < 48; k = k + 1)
								begin
									Ind[k] <= 3 * (k % 16) + (k / 16);
								end
								i <= 3;
						end
						2'b01: begin
								for(k = 0; k < 96; k = k + 1)
								begin
									Ind[k] <= 6 * (k % 16) + (k / 16);
								end
								i <= 3;
						end
						2'b10: begin
								for(k = 0; k < 192; k = k + 1)
								begin
									p = 12 * (k % 16) + (k / 16);
									Ind[k] <= 2 * (p/2) + ((p + 192 - (16 * p / 192)) % 2);
								end
								i <= 13;
						end
						2'b11: begin
								for(k = 0; k < 288; k = k + 1)
								begin
									p = 18 * (k % 16) + (k / 16);
									Ind[k] <= 3 * (p/3) + ((p + 288 - (16 * p / 288)) % 3);
								end
								i <= 20;
						end
					endcase
				end
				else if(outputValid)
				begin
					if(q != (NCBPS + 1))
					begin
						q <= q + 1;
						i <= Ind[q];
						outputData <= rMEM[i];
					end
					else
					begin
						if(endflag)
						begin
							endflag2 <= 1;
						end
						q <= 2;
						if(mode == 3)
							i <= 20;
						else if(mode == 2)
							i <= 13;
						else
							i <= 3;
						if(~endflag2)
						begin
							outputData <= rMEM[0];
							outputValid <= 1;
						end
						else
						begin
							outputData <= 0;
							outputValid <= 0;
						end
					end
				end
			end
		end
	end
endmodule 
```
==> out/metrics.csv <==
metric,value,unit
run status,"complete, no violations",
minimum clock period,25330,ps
largest net degree at the start of global routing,111,
"Distinct cells, synth",104,
CTS tree,done,
PwrDens,13.6,mW/mm^2
Worst Hold Path EP,rMEM[5],
Mapped Cells,3235,
final WL,156000,um
Worst-Margin Slew,1040,ps
Seq. cell area,0.0187,mm^2
Leakage Power,12.7,nW
core area,0.0900,mm^2
CTS max path bufs,3,
CTS clock-pin slew for the worst setup and hold paths,60,ps
count of library flops with an enable pin,608,
worst-case reg-to-reg path depth,10,
met2 usage,0.499,
CTS sink cnt,630,
Hold Fails Final Rpt,0,
die y size,304,um
worst min-delay path class,flip-flop to flip-flop,
Hold Crit Depth,0,
DIE AREA,0.0922,mm^2
"antenna viol nets, final",0,
vias in the first global route,28300,
"Slew Viols, Final",0,
Comb area,0.0162,mm^2
Port-buffer cells,7,
clock latency (worst-skew pair),620,ps
cells along the critical path,clkdlybuf4s50_1 -> inv_1 -> ha_2 -> buf_4 -> xnor2_1 -> nand4_1 -> nand3b_1 -> nor2_1 -> and3_4 -> buf_4 -> buf_4,
Crit path max-delay family,buffers and inverters,
WL/cell,35.3,um
busiest grt layer,met1,
DIE WIDTH,304,um
CP bufs+invs,5,
IO Pins,8,
Worst EP arrival,25560,ps
vias per std cell,6.53,
Post-synth seq share,0.514,
post-CTS sizing,0,
total number of vias,28800,
# DRC,0,
fraction of layout cells with a size suffix above 1,0.205,
Fillers,8332,
Hold Crit Start,wMEM[5],
"Avg Cell Area, Syn",11.2,um^2
Rows,110,
post-synthesis instance area,0.0364,mm^2
met1 Use GR,0.515,
worst reg-to-reg setup slack,100800,ps
total track usage,0.365,
Relative slew margins,0.299,
clk root buf,clkbuf_16,
crit path capture type,flip-flop,
post-CTS setup buffer count,0,
r2r endpoint,i[0],
Synthesis Warnings,2,
final core utilization,0.443,
Worst Setup Start Kind,input pin,
Crit path largest cell delay,700,ps
"Design Area, Final",0.0399,mm^2
setup TNS,0,ps
worst vdd ir,0.0000149,V
max-cap viol count,0,
Init Core Util,0.404,
drt pass-1 iters,6,
WP data required,105930,ps
WS Path Type,input pin to flip-flop,
ys flops,630,
Crit path top cell by count,buf_4,
H-tree depth,3,
Peak Freq,39.5,MHz
placed instance area,0.0377,mm^2
Yosys Instances,3235,
Commonest flop,edfxtp_1,
Num CTS Buffers,69,
clk_skew,24.5,ps
# setup viols final,0,
ys async rst share,0,
"Chip Area, Yosys",0.0364,mm^2
HPWL Detailed,99800,um
first-pass GRT wire length,219000,um
GP Congestion,1.13,
Post-CTS Hold Fix Bufs,0,
starting DRC count in detailed routing,3249,
Critical-path top delay cell,buf_4,
grt ovf,0,
Log Warnings,38,
initial antenna violation count,5,
RSZ-0062 raised after global routing,no,
worst-path fanout max,59,
period utilization,0.240,
Area Growth Syn to Fin,9.64,%
met3 Track Usage GR,0.163,
worst r2r src,q[3],
state kept, by name, indices dropped and copies added, names as in the netlist:
signal,flops
wMEM,287
endflag2,1
endflag,1
q,9
i,9
Ind,22
outputData,1
rMEM,288
flag,1
outputValid,1
read,1
writeCounter,9
final cells by class:
class | count | share of cell area
Multi-Input combinational cell | 2289 | 0.406
Inverter | 25 | 0.00254
Antenna cell | 1 | 0.0000627
Clock buffer | 87 | 0.0460
Sequential cell | 630 | 0.469
Timing Repair Buffer | 157 | 0.0304
Tap cell | 1176 | 0.0369
Clock inverter | 40 | 0.00878
power by group:
part | total (mW) | internal, mW | switching (mW)
Clock | 0.233 | 0.134 | 0.0988
Sequential | 0.281 | 0.279 | 0.00198
Combinational | 0.0284 | 0.00877 | 0.0196
cell usage after synthesis, types with 9 or more instances:
cell	count	area share
and4b_1	10	0.0028
mux2_2	237	0.073
mux2i_1	14	0.0039
dfxtp_1	22	0.012
a32oi_1	18	0.0043
a31oi_1	41	0.0071
xnor2_1	9	0.0022
inv_1	22	0.0023
buf_4	29	0.0060
nor3_1	53	0.0073
a211oi_1	12	0.0025
clkbuf_1	161	0.017
a221oi_1	9	0.0022
nor2_1	369	0.038
nand2_4	9	0.0028
nand4bb_1	9	0.0028
nor2b_1	65	0.011
nor3b_1	9	0.0019
a21oi_1	145	0.020
mux4_2	84	0.052
nand3b_1	14	0.0029
nor4bb_1	9	0.0025
nand4_1	33	0.0057
o32ai_1	13	0.0031
o221ai_1	18	0.0043
buf_1	9	0.00093
nand2_1	242	0.025
and2_1	199	0.034
buf_6	34	0.011
mux2_1	23	0.0071
and3_1	10	0.0017
o21ai_0	147	0.020
buf_2	58	0.0080
o211ai_1	13	0.0027
xor2_1	10	0.0024
nor4_1	31	0.0053
edfxtp_1	608	0.50
a21o_1	9	0.0019
nand2b_1	18	0.0031
ha_1	14	0.0048
or2_2	9	0.0015
o22ai_1	71	0.012
a22oi_1	43	0.0089
nand3_1	100	0.014
worst register-to-register path: stages (launching register included):
cell	delay [ps]
dfxtp_2	800
buf_4	630
or4b_2	240
buf_4	400
o22ai_1	190
a221oi_1	760
o211ai_1	520
nor4b_2	520
nand4_1	170
nor4_2	260
a32oi_1	130
cell families after synthesis:
group	after synthesis	share of synthesized area
simple gates	1267	0.184
flops	630	0.514
compound gates	629	0.111
mux	358	0.136
buf+inv	316	0.0446
xor+xnor	21	0.00547
fa+ha+maj	14	0.00482
worst max path at each step:
stage	startpoint	depth (start not counted)	endpoint
4_1_cts	mode[0]	11	rMEM[205]
5_1_grt	mode[0]	11	rMEM[281]
6_report	mode[0]	11	rMEM[281]
placed cells by master, fill, tap and decap left out, drive strengths merged, types with 11 or more instances in the layout:
master  instances
nand4          34
a22oi          44
nor3           54
nor4           33
mux4           84
dfxtp          22
o221ai         18
nand3         100
nor2          377
xor2           11
clkbuf         88
nand3b         14
nor2b          65
nand4b         11
nand2b         18
nand2         255
nor4b          12
and2          199
o32ai          13
mux2          260
buf           150
o22ai          71
a211oi         12
a21oi         145
ha             14
o211ai         13
edfxtp        608
a32oi          18
clkinv         32
mux2i          14
o21ai         152
inv            27
a31oi          41
metrics by stage:
stage	power (mW)	setup WS, ps	hold WS, ps	std cells
final	0.542	80370	440	4405
after global routing	0.560	80090	451	4404
after CTS	0.548	80310	443	4404
after detailed placement	0.314	79680	431	4277
after global placement	0.314	79710	424	4277
after floorplan	0.307	75900	419	3235
per-layer routing:
layer	vias to the layer above	share of wire
met5	-	0.00096
met4	12	0.067
li1	12100	-
met3	557	0.13
met1	14200	0.37
met2	1865	0.42
Power and IR drop assume default switching activity.
